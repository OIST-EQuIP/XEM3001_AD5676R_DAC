==> flow/config.mk <==
export PLATFORM = sky130hd
export DESIGN_NAME = AD5676R
export DESIGN_NICKNAME = AD5676R
export VERILOG_FILES = /design/flow/design.v
export SDC_FILE = /design/flow/constraint.sdc
export NUM_CORES = 4
export LEC_CHECK = 1
export CORE_UTILIZATION = 30
==> flow/constraint.sdc <==
current_design AD5676R

set clk_period 4.0
set clk_io_pct 0.2

create_clock -name clk0 -period $clk_period [get_ports {clk}]

set non_clock_inputs [all_inputs -no_clocks]
set_input_delay [expr $clk_period * $clk_io_pct] -clock clk0 $non_clock_inputs
set_output_delay [expr $clk_period * $clk_io_pct] -clock clk0 [all_outputs]
==> flow/design.v <==
`timescale 1ns / 1ps
module AD5676R  
  #(parameter DATA_WIDTH=24)
  (
    input rst_inv,  
    input clk,
    input [DATA_WIDTH-1:0] da_data,
    output reg da_sdin,
    output reg da_sync_inv  
    );
  localparam
    STATE_INIT = 2'd0,
    STATE_WRITE = 2'd1,
    STATE_CONV = 2'd2,
    STATE_CONV_WAIT = 2'd3;  
  localparam   STATE_REG_WIDTH = 2;
  reg [DATA_WIDTH-1:0] da_buf;
  reg [STATE_REG_WIDTH-1:0] current_state;
  reg [4:0] counter;
  function [STATE_REG_WIDTH-1:0] next_state(
    input [STATE_REG_WIDTH-1:0] state,
    input write_done
  );
    begin
     next_state = state;
     case(state)
      STATE_INIT:
        next_state = STATE_WRITE;
      STATE_WRITE:
        if (write_done) next_state = STATE_CONV;
      STATE_CONV:
        next_state = STATE_CONV_WAIT;
      STATE_CONV_WAIT:
        next_state = STATE_INIT;
     endcase
    end  
  endfunction
  assign write_done = (counter == DATA_WIDTH-1);
  always @(posedge clk, negedge rst_inv)
  if (rst_inv == 1'd0)
    begin
      da_buf <= {DATA_WIDTH{1'b0}};
      da_sdin <= 1'b0;
      current_state <= STATE_INIT;
      da_sync_inv <= 1'd1;
    end
  else
    begin
      current_state <= next_state(current_state, write_done);
      case(current_state)
        STATE_INIT:
          begin
            counter <= 5'd0;
            da_buf <= da_data;
          end
        STATE_WRITE:
          begin
            if (counter == 0) da_sync_inv <= 1'd0; 
            da_sdin <= da_buf[DATA_WIDTH-1]; 
            da_buf <= da_buf<<1;
            counter <= counter + 5'd1;
          end
        STATE_CONV:
          begin
            da_sync_inv <= 1'd1;  
            da_sdin <= 1'd0;
          end
        STATE_CONV_WAIT:  
          begin
          end
      endcase
    end
endmodule
==> flow/run.sh <==
#!/bin/bash
# OpenROAD 26Q1-2900-gdf79404cd8, Yosys 0.63+post, stock flow scripts
make -C /OpenROAD-flow-scripts/flow DESIGN_CONFIG=/design/flow/config.mk WORK_HOME=/design/flow/orfs finish
==> results_slide.txt <==
Physical Implementation Snapshot

Drt
  – DR WL/cell: 11.4 um
  – DRC: 0
  – ANT nets after route: 0
  – Ant diodes: 0
  – Vias per cell: approximately 4.5
  – 1st-pass router iterations: 4
  – Drt first-iter violations: 38
  – Total number of vias: roughly 1100
  – WL final: 2670 um

Clocking
  – CTS root buffer: clkbuf_8
  – H-tree depth: 2
  – Number of CTS-inserted buffers: 5
  – Postcts setup bufs: 0
  – Deepest clock path buffer count: 2
  – Clock transition at the registers of the reported paths: 60 ps
  – Post-CTS resize count: 0
  – Late-Pin Clk Latency: between 200 and 300 ps
  – Sinks on Clock Net: 35
  – TritonCTS clock tree: yes
  – Hold_buf cts: 0

Synthesis
  – Avg Cell Area, Syn: 11.2 um2
  – Synthesis area per yosys: approximately 1600 um2
  – Syn. warnings: 2
  – Flops after synth: 35
  – Async S/R FF share, synth: 85.7%
  – Main synth FF type: dfrtp_1
  – Sequential share of the synthesized area: ~57%
  – Gate Count Post-Synth: 140
  – Post-synth cell types: 22
  – Yosys Instances: between 100 and 150
  – EDFF count, synth: 5
  – Cell Area, Synth: around 1600 um2

Placement
  – Buffers on Ports: 27
  – Routability cong.: 0.741
  – Worst slack, placed: 1750 ps
  – DP Cell Count: 227
  – Detailed Place HPWL: between 1500 and 2000 um

Worst setup path
  – RR Endpoint: counter[1]
  – Cell count of the worst reg-to-reg path: 1
  – WP data arrival: approximately 1300 ps
  – FF-to-FF Start: current_state[0]
  – CP max stage delay: around 540 ps
  – Type of the worst setup path: reg2out
  – CP max stage cell: dfstp_2
  – Reg-to-reg slack, setup: ~2300 ps
  – Worst-path maximum fanout: 3
  – Worst Setup Start Kind: register
  – Sequence of cells on the critical path: clkdlybuf4s50_1
  – Endpoint type of the worst setup path: output port
  – Data required time of the critical path: between 3000 and 4000 ps
  – Critical path buffer and inverter count: 1
  – Family with the most delay on the worst path: flip-flops

Global route
  – Vias in the first global route: approximately 1100
  – Initial antenna violation count: 0
  – Largest net degree at the start of global routing: 43
  – GRT Total Usage: 11.2%
  – Total congestion overflow: 0
  – First-pass GRT wire length: ~4600 um

Timing
  – Fin. Hold Viols: 0
  – Actual slew at the worst max-slew pin: around 750 ps
  – Final setup margin: around 1900 ps
  – Clock skew: between 4 and 5 ps
  – Final Max Tran Viols: 0
  – Final setup fails: 0
  – RSZ-0062 raised after global routing: no
  – Fmax: between 0.4 and 0.5 GHz
  – Setup TNS Final: 0 ps
  – Cycle use final: roughly half
  – Min cycle time layout: roughly 2100 ps
  – Rel. slew slack: roughly half

Hold path
  – Hold path cells: 0
  – Worst hold start: current_state[3]
  – WHS Endpoint: current_state[0]
  – Hold Crit Class: reg2reg

Die
  – Pre-Place Util: 32.2%
  – Num rows: 25
  – Core footprint: approximately 4900 um2
  – Die Wd: approximately 74 um
  – Io pins: 28
  – Chip area: around 5500 um2
  – Die span in y: around 74 um

Power and ir drop
  – Worst vdd ir: 0.201 mV
  – Power density over the cells: about 320 nW/um2
  – Pleak: ~0.66 nW

Cells and area
  – Synth-to-Final Area Change: 25.2%
  – Share of cells above drive strength 1: roughly 6.5%
  – Combinational Area: between 600 and 700 um2
  – Seq. cell area: about 900 um2
  – Filler Cells Inserted: between 400 and 500
  – Fin cells: approximately 240

Job
  – MaxCap Viol Count: 0
  – Tool Warnings: 26

Run status
  – Status: finished clean
where the power goes:
group | total, mW | switching, mW | internal [mW]
logic | 0.0320 | 0.00972 | 0.0223
clock network | 0.233 | 0.111 | 0.122
registers | 0.360 | 0 | 0.360
cell type report:
class	instances	area share, %
Clock buffer	7	3.88
Clock inverter	1	0.254
Inverter	3	0.572
Multi-Input combinational cell	93	30.6
Sequential cell	35	45.9
Tap cell	67	4.26
Timing Repair Buffer	29	14.5
worst max path at each step:
stage,to,slack [ps],cells past startpoint,start
6_report,da_sync_inv,1930,1,da_sync_inv
5_1_grt,da_sync_inv,1890,1,da_sync_inv
4_1_cts,da_sync_inv,1910,1,da_sync_inv
state kept, by name (all words and copies together) (netlist names):
signal         cells
da_buf            24
counter            5
current_state      4
da_sdin            1
da_sync_inv        1
layout by cell type, fill, tap and decap left out:
master,instances
nand3_1,2
a21o_1,1
nand2_1,23
nor2_1,8
and2_1,1
dfrtp_1,28
nor4b_2,1
xnor2_1,1
buf_4,2
edfxtp_1,5
a21oi_1,1
inv_1,3
ha_1,2
o21ai_0,23
clkbuf_8,5
xor2_1,2
dfstp_2,2
clkdlybuf4s50_1,27
nand4b_1,1
clkbuf_1,2
o21a_1,1
mux2i_1,26
clkinv_2,1
layer usage:
layer	wire length [um]	vias to the layer above	GRT usage, %
li1	-	532	-
met1	1270	493	16.1
met2	1180	27	17.7
met3	180	5	3.57
met4	40	0	1.26
met5	0	-	0
cell families (layout without fill, tap and decap cells):
family                     Yosys count  in the layout  share of synthesized area (%)
muxes                               26             26                           16.6
DFF                                 35             35                           57.5
AOI/OAI and AO/OA                   26             26                           8.60
xor gates and xnor gates             3              3                           1.67
and+or+nand+nor                     36             36                           9.95
buffers and inverters               12             40                           4.14
adders and majority gates            2              2                           1.59
synthesized netlist by cell type (2+ instances only):
library cell	instances	area [um2]
nor2_1	8	30.0
dfstp_2	2	52.6
nand3_1	2	10.0
xor2_1	2	17.5
edfxtp_1	5	150
mux2i_1	26	260
o21ai_0	23	115
buf_6	2	22.5
inv_1	3	11.3
dfrtp_1	28	701
nand2_1	23	86.3
ha_1	2	25.0
clkbuf_1	5	18.8
through the flow:
stage | area [um2] | utilization (%) | hold slack (ps) | power (mW)
6_report | 1970 | 40.3 | 351 | 0.625
3_3_place_gp | 1890 | 38.7 | 341 | 0.399
5_1_grt | 1970 | 40.3 | 362 | 0.655
4_1_cts | 1970 | 40.3 | 353 | 0.635
2_1_floorplan | 1570 | - | 333 | 0.368
3_5_place_dp | 1890 | 38.7 | 337 | 0.400
Power figures rest on the tool's default switching activity, not on a simulated workload.
